==> /design/flow/design.v <==
module dmem #(parameter SIZE=64) (
  input logic             clk, we,
  input logic [SIZE-1:0]  adr, wd,
  output logic [31:0]     rd
                                  );
  logic [31:0]    RAM[63:0];
  logic [29:0] adr_w;
  assign adr_w = adr[31:2];   
  always_comb
    if (adr_w < SIZE) rd = RAM[adr_w];
    else rd = 'x;
  always @(posedge clk)
    if (we && (adr_w < SIZE))
      RAM[adr_w] <= wd;
endmodule
==> /design/flow/run.sh <==
#!/bin/bash
# OpenROAD 26Q1-2900-gdf79404cd8, Yosys 0.63+post, stock flow scripts
make -C /OpenROAD-flow-scripts/flow DESIGN_CONFIG=/design/flow/config.mk WORK_HOME=/design/flow/orfs finish
==> /design/flow/config.mk <==
export PLATFORM = sky130hd
export DESIGN_NAME = dmem
export DESIGN_NICKNAME = dmem
export VERILOG_FILES = /design/flow/design.v
export SDC_FILE = /design/flow/constraint.sdc
export NUM_CORES = 4
export LEC_CHECK = 1
export CORE_UTILIZATION = 30
==> /design/flow/constraint.sdc <==
current_design dmem

set clk_period 32.2
set clk_io_pct 0.2

create_clock -name clk0 -period $clk_period [get_ports {clk}]

set non_clock_inputs [all_inputs -no_clocks]
set_input_delay [expr $clk_period * $clk_io_pct] -clock clk0 $non_clock_inputs
set_output_delay [expr $clk_period * $clk_io_pct] -clock clk0 [all_outputs]
==> run_summary.xml <==
<?xml version="1.0" encoding="UTF-8"?>
<metrics>
  <group name="critical_path">
    <metric name="worstSetupStartpointType" unit="">input pin</metric>
    <metric name="path_max_fanout" unit="">20</metric>
    <metric name="worstPathCellList" unit="">clkdlybuf4s50_1, buf_4, nand2_2, buf_4, o32ai_1, nor3_1, nand3_1, or4_1, clkdlybuf4s50_1</metric>
    <metric name="slowest_delay" unit="ps">720</metric>
    <metric name="worst_setup_path_end_kind" unit="">output port</metric>
    <metric name="worst-path-buf-inv" unit="">4</metric>
    <metric name="cp_top_family" unit="">buffers and inverters</metric>
    <metric name="crit_path_top_delay_cell" unit="">sky130_fd_sc_hd__nand2_2</metric>
    <metric name="worst_ep_required_time" unit="ps">25760</metric>
    <metric name="cp_data_arrival_time" unit="ps">11010</metric>
    <metric name="timing_worst_setup_path_type" unit="">input pin to output port</metric>
  </group>
  <group name="clock_network">
    <metric name="worst_path_clk_slew" unit="ps">60</metric>
    <metric name="clock_sink_count" unit="">2048</metric>
    <metric name="post_cts.repair.setup_buffers" unit="">0</metric>
    <metric name="quantity_of_gates_resized_following_cts" unit="">0</metric>
    <metric name="cts.htree.levels" unit="">4</metric>
    <metric name="cts-root-to-sink-buffers" unit="">3</metric>
    <metric name="cts_inserted_buffers" unit="">199</metric>
    <metric name="holdBufCountCts" unit="">0</metric>
    <metric name="tritoncts_clock_tree" unit="">done</metric>
    <metric name="root_buffer" unit="">sky130_fd_sc_hd__clkbuf_16</metric>
  </group>
  <group name="placement">
    <metric name="hpwlAfterDp" unit="um">140000</metric>
    <metric name="routabilityCongestion" unit="">0.892</metric>
    <metric name="io_buffers" unit="">95</metric>
  </group>
  <group name="cells_and_area">
    <metric name="largest_reg_flops" unit="">2048</metric>
    <metric name="regs_by_ff_count" unit="">RAM: 2048 flops</metric>
    <metric name="fillers" unit="">23371</metric>
    <metric name="drive_gt1_share" unit="%">14.7</metric>
    <metric name="layout-area-overhead-vs-synth" unit="%">15.3</metric>
    <metric name="largest_register" unit="">RAM</metric>
  </group>
  <group name="sta">
    <metric name="max_slew_margin" unit="%">27.6</metric>
    <metric name="whs" unit="ps">6220</metric>
    <metric name="finalSetupViolations" unit="">0</metric>
    <metric name="fin_setup_tns" unit="ps">0</metric>
    <metric name="slew_limit_fails" unit="">0</metric>
    <metric name="finalWorstPathRequiredPeriod" unit="ps">17450</metric>
    <metric name="worst_slew_pin_slew" unit="ps">1080</metric>
    <metric name="grt_setup_unrepaired" unit="">false</metric>
    <metric name="max_freq" unit="MHz">57.3</metric>
    <metric name="hold_viol" unit="">0</metric>
    <metric name="finalClockPeriodUsage" unit="%">54.2</metric>
  </group>
  <group name="global_routing">
    <metric name="antenna_found_initial" unit="">10</metric>
    <metric name="grt_pass1_vias" unit="">47761</metric>
    <metric name="globalRoute.totalOverflow" unit="">0</metric>
    <metric name="grt_start_max_net_pins" unit="">99</metric>
    <metric name="groute.usage.overall" unit="%">20.3</metric>
    <metric name="grt_first_pass_wirelength" unit="um">352000</metric>
  </group>
  <group name="synthesis">
    <metric name="proportion_of_register_bits_with_asynchronous_set_or_reset_after_synthesis" unit="%">0</metric>
    <metric name="syn-mean-instance-area" unit="um^2">17.6</metric>
    <metric name="synth.top_cell.area_share" unit="%">78.9</metric>
    <metric name="synth-edff-count" unit="">2048</metric>
    <metric name="top_area_cell" unit="">sky130_fd_sc_hd__edfxtp_1</metric>
    <metric name="synth.yosys.seq_area_share" unit="%">78.9</metric>
    <metric name="post_synth_num_cell_types" unit="">58</metric>
    <metric name="postSynthRegisterBits" unit="">2048</metric>
    <metric name="ys_top_cells_by_area" unit="">sky130_fd_sc_hd__edfxtp_1 (79%), sky130_fd_sc_hd__a221oi_1 (3.6%), sky130_fd_sc_hd__a22oi_1 (3.5%)</metric>
    <metric name="ys.warnings.count" unit="">1</metric>
    <metric name="synthesis.area" unit="mm^2">0.0780</metric>
    <metric name="synth-main-ff-cell" unit="">sky130_fd_sc_hd__edfxtp_1</metric>
    <metric name="yosys_area" unit="mm^2">0.0780</metric>
    <metric name="number_of_cells_in_yosys_stat" unit="">4440</metric>
    <metric name="post_synth_inst_count" unit="">4440</metric>
  </group>
  <group name="die">
    <metric name="placement_rows" unit="">186</metric>
    <metric name="num_io_pins" unit="">162</metric>
    <metric name="die_x" unit="um">512</metric>
    <metric name="floorplanUtilization" unit="%">30.3</metric>
    <metric name="coreArea" unit="mm^2">0.258</metric>
    <metric name="die_y" unit="um">512</metric>
    <metric name="design.die.area" unit="mm^2">0.262</metric>
  </group>
  <group name="route">
    <metric name="routed_via_density" unit="">5.60</metric>
    <metric name="route.antenna.diode_count" unit="">0</metric>
    <metric name="drt_iter0_drc" unit="">3223</metric>
    <metric name="postRouteAntennaNets" unit="">0</metric>
    <metric name="remaining_drc_errors" unit="">0</metric>
    <metric name="firstDrtPassIters" unit="">8</metric>
    <metric name="post_detailed_routing_wire_length" unit="um">250000</metric>
    <metric name="routed-via-count" unit="">45536</metric>
    <metric name="drt-wirelength-per-cell" unit="um">30.8</metric>
  </group>
  <group name="job">
    <metric name="timing.max_cap.violations" unit="">0</metric>
    <metric name="warning_count" unit="">92</metric>
  </group>
  <group name="worst_hold_path">
    <metric name="worst_hold_path_type" unit="">input pin to flip-flop</metric>
  </group>
  <group name="power">
    <metric name="power.ir.vdd_worst" unit="V">0.0000479</metric>
    <metric name="total_leakage_power" unit="uW">0.0273</metric>
    <metric name="powerDensity" unit="mW/mm^2">61.3</metric>
  </group>
  <group name="status">
    <metric name="status" unit="">finished, final reports clean</metric>
  </group>
</metrics>
## per-layer routing
| metal | track usage [%] | routed length, um | up-vias |
|---|---|---|---|
| li1 | - | - | 18948 |
| met5 | 2.16 | 735 | - |
| met1 | 20.7 | 76800 | 22517 |
| met3 | 17.3 | 47500 | 612 |
| met4 | 8.28 | 12800 | 26 |
| met2 | 29.4 | 113000 | 3433 |
## kinds of logic (layout without fill, tap and decap cells)
family / Yosys count / after routing / share of synthesized area (%)
buf+inv: 351 / 665 / 2.16
simple gates: 464 / 464 / 2.67
flops: 2048 / 2048 / 78.9
compound gates: 1340 / 1340 / 12.6
mux: 237 / 237 / 3.71
## worst paths after layout
check                 cells after the start  startpoint  slack (ps)                   end
worst max-delay path                      9      adr[5]       14750                rd[26]
worst min-delay path                      2      wd[28]        6220  RAM[0][28]$_DFFE_PP_
## synthesized netlist by cell type, types with 68 or more instances
library cell and instances:
sky130_fd_sc_hd__mux2_2 68, sky130_fd_sc_hd__o21ai_0 126, sky130_fd_sc_hd__a22oi_1 362, sky130_fd_sc_hd__mux2i_1 125, sky130_fd_sc_hd__buf_2 134, sky130_fd_sc_hd__edfxtp_1 2048, sky130_fd_sc_hd__nand2_1 108, sky130_fd_sc_hd__clkbuf_1 143
sky130_fd_sc_hd__nor2_1 202, sky130_fd_sc_hd__a21oi_1 143, sky130_fd_sc_hd__o22ai_1 127, sky130_fd_sc_hd__a221oi_1 323
## cells in the final DEF (no fill, tap or decap), drive strengths merged, types with 4 or more instances in the layout
| cell | count |
|---|---|
| nand3 | 20 |
| a2111oi | 5 |
| nand2 | 108 |
| inv | 10 |
| o22a | 14 |
| and2 | 4 |
| o21ai | 162 |
| o221ai | 36 |
| mux2i | 125 |
| o2111ai | 4 |
| nor3 | 55 |
| mux4 | 34 |
| clkdlybuf4s50 | 59 |
| a22oi | 362 |
| bufinv | 19 |
| a32oi | 8 |
| nor2 | 203 |
| or3 | 10 |
| nor4 | 10 |
| edfxtp | 2048 |
| clkbuf | 252 |
| clkinvlp | 4 |
| a221o | 33 |
| or4 | 17 |
| buf | 239 |
| a211o | 4 |
| nand4 | 11 |
| nand3b | 4 |
| a211oi | 15 |
| a22o | 57 |
| a222oi | 4 |
| a21oi | 143 |
| mux2 | 78 |
| a221oi | 323 |
| o22ai | 127 |
| o2bb2ai | 4 |
| clkinv | 82 |
| nor2b | 7 |
| o211ai | 16 |
| o32ai | 14 |
## through the flow
step | setup WS [ps] | instance area, um^2 | utilization [%] | cells | power (uW)
6_report | 14750 | 89900 | 34.9 | 8138 | 5510
2_1_floorplan | 17640 | 78000 | - | 4440 | 3130
3_5_place_dp | 14860 | 83500 | 32.4 | 7775 | 3280
4_1_cts | 14820 | 89900 | 34.9 | 8138 | 5530
3_3_place_gp | 14830 | 83500 | 32.4 | 7775 | 3280
5_1_grt | 14670 | 89900 | 34.9 | 8138 | 5660
## area by class of cell
cell class              instances  area [um^2]  area share [%]
inverters                       4         22.5          0.0251
flip-flops and latches       2048        61500            68.4
clock inverters               111         1130            1.25
repair buffers                298         2390            2.66
clock buffers                 252         5240            5.83
well taps                    3384         4230            4.71
multi-input cells            2041        15400            17.1
## power breakdown
part | internal (uW) | switching (uW) | total, uW | leakage, uW
registers | 2930 | 0.000000759 | 2930 | 0.0184
logic | 85.9 | 207 | 292 | 0.00583
clock network | 1300 | 980 | 2280 | 0.00310
Power figures rest on the tool's default switching activity, not on a simulated workload.
