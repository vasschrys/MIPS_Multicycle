==> /design/flow/design.v <==
module regfile(input  logic        clk, 
               input  logic        we3, 
               input  logic [4:0]  ra1, ra2, wa3, 
               input  logic [31:0] wd3, 
               output logic [31:0] rd1, rd2);
  logic [31:0] rf[31:0];  
  always_ff @(negedge clk)
    if (we3) rf[wa3] <= wd3;    
  assign rd1 = (ra1 != 0) ? rf[ra1] : 0;
  assign rd2 = (ra2 != 0) ? rf[ra2] : 0;
endmodule
==> /design/flow/run.sh <==
#!/bin/bash
# OpenROAD 26Q1-2900-gdf79404cd8, Yosys 0.63+post, stock flow scripts
make -C /OpenROAD-flow-scripts/flow DESIGN_CONFIG=/design/flow/config.mk WORK_HOME=/design/flow/orfs finish
==> /design/flow/config.mk <==
export PLATFORM = sky130hd
export DESIGN_NAME = regfile
export DESIGN_NICKNAME = regfile
export VERILOG_FILES = /design/flow/design.v
export SDC_FILE = /design/flow/constraint.sdc
export NUM_CORES = 4
export LEC_CHECK = 1
export CORE_UTILIZATION = 30
==> /design/flow/constraint.sdc <==
current_design regfile

set clk_period 11.8
set clk_io_pct 0.2

create_clock -name clk0 -period $clk_period [get_ports {clk}]

set non_clock_inputs [all_inputs -no_clocks]
set_input_delay [expr $clk_period * $clk_io_pct] -clock clk0 $non_clock_inputs
set_output_delay [expr $clk_period * $clk_io_pct] -clock clk0 [all_outputs]
==> notes.md <==
flow finished, numbers: Fin. Hold Viols 0, Syn Inst Count between 2000 and 2500, max reg flops 1024, first-pass GRT wire length approximately 220000 um, leakage approximately 23 nW, Most flops, register rf, Top-area cell share approximately two thirds, slew margin rel. 24.89%, Final WS setup about 0.19 ns, CTS max path bufs 3, Routed wire per std cell 27.67 um, NetSw around 2.8 mW, asr flop ratio synth 0%, worst slack at placement between 0.9 and 1 ns, Flops after synth between 1000 and 1500, Avg Cell Area, Syn 20.55 um2, register clock-pin slew on the reported worst setup and hold paths roughly 0.040 ns, switch share between 20 and 30%, area growth from synthesis to layout 26.07%, stage-log warning count approximately 1000, critical path's slowest cell a2111oi_0, Final setup violation count 0, initial antenna violation count 2, RD Place Congestion 0.8586, critical-path cell list mux4_2, a22o_1, a2111oi_0, nor3_1, clkdlybuf4s50_1, num rows around 150, CP peak stage delay 0.73 ns, vias per std cell between 5 and 6, unrepaired setup endpoints after global routing no, CTS tree done, Core Region 0.1560 mm2, met3 usage 20.37%, die area 0.1585 mm2, final WL 156300 um, VDD IR max 0.0001263 V, Post-synth EDFFs approximately 1000, Crit. End Element primary output, Crit path max-delay family AND-OR/OR-AND gates, cell area after synthesis about 0.047 mm2, CP required 9.44 ns, CTS hold repair buffers 0, # resized after CTS 0, crit path DAT between 9 and 10 ns, post-DP HPWL 88550 um, vias in the first global route approximately 36000, Setup CP Type register to primary output, top cells, area edfxtp_1 65%, mux4_2 22%, mux2i_1 3.4%, power per cell area approximately 170 mW/mm2, layout cells sized above 1 ~25%, input/output buffers between 100 and 150, synthesis area per yosys between 0.04 and 0.05 mm2, Reg area 0.03075 mm2, met1 Resource Use GR approximately a fifth, Tot GR Track Use 21.32%, Max Fanout on Critical Path 2, setup TNS 0 ns, most used flip-flop cell edfxtp_1, Hold Crit Class input port to primary output, Clock power frac 52.1%, Die H roughly 400 um, Comb pwr share a little over 7%, MaxCap Viol Count 0, sequential power share roughly two fifths, Vias around 30000, Buf/Inv on CP 1, post-CTS setup buffer count 0, H-tree levels 3, largest net degree at the start of global routing around 110, crit start category register, FILL cells roughly 14000, Yosys Warn Count 1, # Cells Yosys approximately 2300, Initial DRC Count between 1500 and 2000, largest registers rf x1024, Die W 398.2 um, Core Density at Floorplan roughly 30%, Worst-Margin Slew 1.123 ns, Overflow after GRT 0, run status complete, no violations, Yosys top cell by area edfxtp_1, clock sink count ~1000, Pre-antenna DRT Iters 16, Comb area 0.01555 mm2, Synth Seq Share approximately 65%, Pins Over Slew Limit 0, Detail Route Antenna Nets 0, Boundary Pins 113, GR Layer Usage met2 ~30%, internal power approximately 7.3 mW, total CTS buffers roughly 110, post-synth cell types ~40, root buffer cell clkbuf_16, Most Used Layer, Global Route met2, post-route DRC violation count 0
-- synth_stat cells, drive strengths merged (4+ instances only) --
library cell  count
edfxtp         1024
mux4            465
mux2i           160
buf             123
o22ai           105
clkbuf           69
a2111oi          61
nor3             55
a22o             53
nor2             39
mux2             33
a22oi            16
nor2b            13
a21oi             8
nand2             7
nand3b            7
a221oi            6
nand2b            6
nor4              5
o221ai            5
a211oi            4
a32o              4
nand3             4
or3b              4
-- cells in the final DEF, fill, tap and decap left out, types with 7 or more instances in the layout --
master / count
a21oi_1: 8
mux2_2: 33
a2111oi_0: 49
nand2_1: 7
a22o_1: 53
a22oi_1: 16
o22ai_1: 105
mux2i_1: 160
buf_12: 17
edfxtp_1: 1024
bufinv_16: 30
nor2_4: 33
a2111oi_2: 8
inv_4: 14
mux4_2: 465
nand3b_1: 7
clkinv_4: 10
clkbuf_16: 113
inv_1: 1041
clkinvlp_2: 22
nor2b_1: 11
clkdlybuf4s50_1: 104
nor3_1: 55
buf_4: 127
-- metrics by stage --
step                util (%)  cells  power, mW  hold slack, ns  cell area, um2
finish                 38.04   5650      10.08           5.769           59350
global route           38.04   5648      10.69           5.831           59350
CTS                    38.04   5648      10.25           5.805           59350
detailed placement     32.88   4412      5.383           5.795           51300
global placement       32.88   4412      5.366           5.807           51300
floorplan                  -   2291      5.047           4.916           47080
-- metal layers --
metal | part of all wire [%] | vias to the layer above | routed length, um
li1 | - | 12580 | -
met2 | 47 | 2485 | 72900
met1 | 30 | 14500 | 46250
met5 | 0.11 | - | 172
met3 | 19 | 415 | 29530
met4 | 4.8 | 6 | 7466
-- final timing paths --
kind / startpoint / end / slack, ns / cells past startpoint
hold / removal: ra2[1] / rd2[12] / 5.77 / 4
setup / recovery: rf[11][5] / rd2[5] / 0.19 / 5
-- cells by family (layout without fill, tap and decap cells) --
kind of cell,after synthesis,after routing,synth area share (%)
flip-flops,1024,1024,65.31
multiplexers,658,658,26.44
AND-OR/OR-AND,264,264,4.364
buffers and inverters,196,1495,2.256
AND/OR/NAND/NOR,149,149,1.632
other,0,2,0
-- layout make-up --
cell class                      count  area share (%)
Multi-Input combinational cell   1071           26.20
Antenna cell                        2        0.008432
Timing Repair Buffer              255           4.064
Tap cell                         2058           4.338
Clock inverter                   1124           8.799
Sequential cell                  1024           51.81
Inverter                            3         0.01897
Clock buffer                      113           4.764
-- power groups by stage --
stage | clock (mW) | sequential [mW] | combinational, mW
4_1_cts | 5.42 | 4.10 | 0.730
6_report | 5.26 | 4.10 | 0.726
5_1_grt | 5.82 | 4.10 | 0.770
No activity file was given, so power comes from the tool's default toggle rates.
